==> design/flow/design.v <==
module top(
	input        clk,
	input        usb_tx,
	output       usb_rx,
	output [2:0] led
);
	logic       finish;
	logic [7:0] data;
	uart_tx TX (clk, finish, data, usb_rx);
	uart_rx RX (clk, usb_tx, finish, data);
	assign led[0] = finish;
	assign led[1] = ~usb_rx;
	assign led[2] = ~usb_tx;
endmodule
module uart_rx #(
	parameter CLK = 50000000,
	parameter BAUD_RATE = 115200,
	parameter BITS = 8
) (
	input                   clk,
	input                   rx,
	output logic            finish,
	output logic [BITS-1:0] data
);
	localparam CLK_DIVISOR = CLK / BAUD_RATE;
	logic [$clog2(CLK_DIVISOR):0] clkd;
	logic [$clog2(BITS)-1:0]      index;
	enum {IDLE, START, TRANSMISSION, STOP} state;
	initial begin
		finish = 1'b0;
		data = 0;
		clkd = 0;
		index = 0;
		state = IDLE;
	end
	always @(posedge clk) begin
		case (state)
		IDLE: begin
			clkd <= 0;
			index <= 0;
			finish <= 1'b0;
			if (rx == 1'b0) begin
				state <= START;
			end
		end
		START: begin
			if (clkd == (CLK_DIVISOR-1)/2) begin
				clkd <= 0;
				if (rx == 1'b0) begin
					state <= TRANSMISSION;
				end else begin
					state <= IDLE;
				end
			end else begin
				clkd <= clkd + 1;
			end
		end
		TRANSMISSION: begin
			if (clkd < CLK_DIVISOR-1) begin
				clkd <= clkd + 1;
			end else begin
				clkd <= 0;
				data[index] <= rx;
				if (index < (BITS-1)) begin
					index <= index + 1;
				end else begin
					index <= 0;
					state <= STOP;
				end
			end
		end
		STOP: begin
			finish <= 1'b1;
			if (clkd < CLK_DIVISOR-1) begin
				clkd <= clkd + 1;
			end else begin
				clkd <= 0;
				state <= IDLE;
			end
		end
		endcase
	end
endmodule
module uart_tx #(
	parameter CLK = 50000000,
	parameter BAUD_RATE = 115200,
	parameter BITS = 8
) (
	input                   clk,
	input                   send,
	input        [BITS-1:0] data,
	output logic            tx
);
	localparam CLK_DIVISOR = CLK / BAUD_RATE;
	logic [$clog2(CLK_DIVISOR):0] clkd;
	logic [$clog2(BITS)-1:0]      index;
	enum {IDLE, START, TRANSMISSION, STOP} state;
	initial begin
		tx = 1'b1;
		clkd = 0;
		index = 0;
		state = IDLE;
	end
	always @(posedge clk) begin
		case (state)
		IDLE: begin
			tx <= 1'b1;
			clkd <= 0;
			index <= 0;
			if (send) begin
				state <= START;
			end
		end
		START: begin
			tx <= 1'b0;
			if (clkd < CLK_DIVISOR-1) begin
				clkd <= clkd + 1;
			end else begin
				clkd <= 0;
				state <= TRANSMISSION;
			end
		end
		TRANSMISSION: begin
			tx <= data[index];
			if (clkd < CLK_DIVISOR-1) begin
				clkd <= clkd + 1;
			end else begin
				clkd <= 0;
				if (index < (BITS-1)) begin
					index <= index + 1;
				end else begin
					index <= 0;
					state <= STOP;
				end
			end
		end
		STOP: begin
			tx <= 1'b1;
			if (clkd < CLK_DIVISOR-1) begin
				clkd <= clkd + 1;
			end else begin
				clkd <= 0;
				state <= IDLE;
			end
		end
		endcase
	end
endmodule
==> design/flow/run.sh <==
#!/bin/bash
# OpenROAD 26Q1-2900-gdf79404cd8, Yosys 0.63+post, stock flow scripts
make -C /OpenROAD-flow-scripts/flow DESIGN_CONFIG=/design/flow/config.mk WORK_HOME=/design/flow/orfs finish
==> design/flow/config.mk <==
export PLATFORM = sky130hd
export DESIGN_NAME = top
export DESIGN_NICKNAME = top
export VERILOG_FILES = /design/flow/design.v
export SDC_FILE = /design/flow/constraint.sdc
export NUM_CORES = 4
export LEC_CHECK = 1
export CORE_UTILIZATION = 40
==> design/flow/constraint.sdc <==
current_design top

set clk_period 2.9
set clk_io_pct 0.2

create_clock -name clk0 -period $clk_period [get_ports {clk}]

set non_clock_inputs [all_inputs -no_clocks]
set_input_delay [expr $clk_period * $clk_io_pct] -clock clk0 $non_clock_inputs
set_output_delay [expr $clk_period * $clk_io_pct] -clock clk0 [all_outputs]
==> qor.yml <==
status: "complete, no violations"
numPlacedInstances: 301
tightest_slew_ns: 0.532
numPortBuffers: 5
gp_congestion: 0.815
r2r_end: "RX.data[0]$_DFFE_PP_"
setup_tns_ns: 0
cp.arrival_ns: 1.68
setup_viol: 0
routedWlPerCell_um: 11.6
warnings: 39
syn-cell-area_sq_mm: 0.00237
viasPerCell: 4.83
fill_cells: 544
synth_async_sr_flop_share_pct: 0
leakagePower_uw: 0.00101
layout_setup_ws_ns: 0.644
die_area_sq_mm: 0.00624
syn_avg_cell_area_sq_um: 10.8
grt_pass1_vias: 1474
powerDensity_mw_per_mm2: 597
yosys-stat-area_sq_mm: 0.00237
fp_util_pct: 42.3
stdcell_count: 309
grt.overflow.total: 0
final_common_cell: "edfxtp_1"
hold_path_end: "RX.data[3]$_DFFE_PP_"
synth_seq_share_pct: 50.7
first_pass_iters: 4
grt_max_degree: 14
cts_tree: "built"
drive_gt1_share_pct: 6.33
cts_root_buffer: "clkbuf_8"
io-pin-count: 6
post-route-period-util_pct: 77.8
top_area_share_pct: 50.7
fmax_ghz: 0.443
enable_flop_cells: 40
syn2layout_area_growth_pct: 10.7
design.core.area_sq_mm: 0.00561
lay_top_cells: "edfxtp_1 (40), nor2_1 (27), ha_1 (20)"
setup.worst_path.start_class: "input pin"
vdd_drop_max_mv: 0.278
ys_warn_count: 2
cts_buffer_depth: 2
drc: 0
clk_latency_ns: 0.30
grt_setup_unrepaired: "false"
worstRegToRegCells: 5
drv_slew: 0
grtUsageTotal_pct: 14.0
criticalPathCategory: "in -> out"
cts_setup_buffers: 0
reg2reg_slack_ns: 0.81
period_needed_ns: 2.26
antenna_found_initial: 0
area_leaders: "edfxtp_1 (51%), ha_1 (11%), nor2_1 (4.3%)"
die_w_um: 79.0
required_ns: 2.32
maxCapViolCount: 0
ys_ff: 40
grt_pass1_wl_um: 6560
synth_cell_types: 38
synth_top_cell_by_area: "edfxtp_1"
cp_max_fo: 7
clock_skew_ns: 0.0148
p_total_uw: 1570
postCtsHoldBufs: 0
hold_depth: 2
drt-total-wl_um: 3580
clock-sinks: 40
fp.dieH_um: 79.0
num_vias: 1492
drtAntennaViolNets: 0
clk_pin_slew_ns: 0.08
cts-resized-gates: 0
r2r_start: "RX.index[0]$_SDFFCE_PP0P_"
place_ws_ns: 0.645
dpl.hpwl_um: 2550
diodes: 0
hold_violations: 0
hold_start: "RX.data[3]$_DFFE_PP_"
ys_cells: 220
cts_buffers: 5
crit_path_end_kind: "primary output"
drt_iter0_markers: 81
slew_headroom_pct: 64.4
htreeDepth: 2
ff_type: "edfxtp_1"
rows: 27
syn-instance-count: 220
hold_path_class: "reg -> reg"
[cell families (layout without fill, tap and decap cells)]
group,count (synthesis),count (layout),share of synthesized area (%)
simple gates,90,90,18.5
mux,6,6,3.22
xor+xnor,19,19,7.02
fa+ha+maj,20,20,10.6
buf+inv,22,30,4.01
compound gates,21,21,5.70
flops,40,40,50.7
other cells,2,11,0.317
[how the worst max path moves through the flow]
| stage | from | endpoint | slack (ns) | cells past startpoint |
|---|---|---|---|---|
| after global routing | usb_tx | led[2] | 0.60 | 3 |
| after CTS | usb_tx | led[2] | 0.64 | 3 |
| final | usb_tx | led[2] | 0.64 | 3 |
[Yosys cell counts (3+ instances only)]
cell / count
edfxtp_1: 40
nor2_1: 27
ha_1: 20
nand2_1: 19
inv_1: 17
nand3_1: 12
xor2_1: 10
xnor2_1: 9
o21ai_0: 8
and3_1: 5
nor2b_1: 5
a21oi_1: 4
nand4_1: 4
nor3_1: 4
mux2_2: 3
nand2b_1: 3
[sequential cells by signal, summed over array words and instances, names as in the netlist, named ones only]
register and count:
RX.clkd 10, TX.index 3, TX.tx 1, RX.index 3
TX.state 2, RX.data 8, RX.state 1, RX.finish 1
TX.clkd 10
[per-layer routing]
metal  up-vias  track usage, %  part of all wire [%]
met5         -               0                     0
met4         0            2.73                   1.3
met3         6            4.20                   4.0
met2        23            19.1                    42
met1       677            23.5                    53
li1        786               -                     -
[through the flow]
| stage | hold WS (ns) | utilization, % | cell area, sq um |
|---|---|---|---|
| 4_1_cts | 0.574 | 46.8 | 2620 |
| 3_5_place_dp | 0.555 | 44.8 | 2510 |
| 5_1_grt | 0.609 | 46.8 | 2620 |
| 3_3_place_gp | 0.546 | 44.8 | 2510 |
| 6_report | 0.574 | 46.8 | 2620 |
| 2_1_floorplan | 0.519 | - | 2400 |
[cell type report]
cell class              instances  area, sq um  area share (%)
flip-flops and latches         40         1200            45.8
multi-input cells             167         1110            42.2
well taps                      72         90.1            3.43
clock buffers                   5         68.8            2.62
inverters                      17         63.8            2.43
repair buffers                  5         50.0            1.91
clock inverters                 3         42.5            1.62
[critical path: stages]
cell and delay, ns:
clkdlybuf4s50_1 0.52, inv_1 0.11, clkdlybuf4s50_1 0.46
[power breakdown]
group	total, uW	internal [uW]	leakage (uW)	switching, uW
combinational	300	150	0.000583	149
sequential	811	738	0.000376	73.1
clock	456	255	0.0000558	201
Power is estimated from default activity; no workload was simulated.
