==> flow/run.sh <==
#!/bin/bash
# OpenROAD 26Q1-2900-gdf79404cd8, Yosys 0.63+post, stock flow scripts
make -C /OpenROAD-flow-scripts/flow DESIGN_CONFIG=/design/flow/config.mk WORK_HOME=/design/flow/orfs finish
==> flow/config.mk <==
export PLATFORM = sky130hd
export DESIGN_NAME = vga2dvid
export DESIGN_NICKNAME = vga2dvid
export VERILOG_FILES = /design/flow/design.v
export SDC_FILE = /design/flow/constraint.sdc
export NUM_CORES = 4
export LEC_CHECK = 1
export CORE_UTILIZATION = 30
==> flow/constraint.sdc <==
current_design vga2dvid

set clk_period 8.3
set clk_io_pct 0.2

create_clock -name clk0 -period $clk_period [get_ports {clk_pixel}]
create_clock -name clk1 -period $clk_period [get_ports {clk_shift}]

set non_clock_inputs [all_inputs -no_clocks]
set_input_delay [expr $clk_period * $clk_io_pct] -clock clk0 $non_clock_inputs
set_output_delay [expr $clk_period * $clk_io_pct] -clock clk0 [all_outputs]
==> flow/design.v <==
module tmds_encoder(
input wire clk,
input wire [7:0] data,
input wire [1:0] c,
input wire blank,
output reg [9:0] encoded
);
wire [8:0] xored;
wire [8:0] xnored;
wire [3:0] ones;
reg [8:0] data_word;
reg [8:0] data_word_inv;
wire [3:0] data_word_disparity;
reg [3:0] dc_bias = 1'b0;
  assign xored[0] = data[0];
  assign xored[1] = data[1] ^ xored[0];
  assign xored[2] = data[2] ^ xored[1];
  assign xored[3] = data[3] ^ xored[2];
  assign xored[4] = data[4] ^ xored[3];
  assign xored[5] = data[5] ^ xored[4];
  assign xored[6] = data[6] ^ xored[5];
  assign xored[7] = data[7] ^ xored[6];
  assign xored[8] = 1'b1;
  assign xnored[0] = data[0];
  assign xnored[1] =  ~(data[1] ^ xnored[0]);
  assign xnored[2] =  ~(data[2] ^ xnored[1]);
  assign xnored[3] =  ~(data[3] ^ xnored[2]);
  assign xnored[4] =  ~(data[4] ^ xnored[3]);
  assign xnored[5] =  ~(data[5] ^ xnored[4]);
  assign xnored[6] =  ~(data[6] ^ xnored[5]);
  assign xnored[7] =  ~(data[7] ^ xnored[6]);
  assign xnored[8] = 1'b0;
  assign ones = 4'b0000 + data[0] + data[1] + data[2] + data[3] + data[4] + data[5] + data[6] + data[7];
  always @(ones, data[0], xnored, xored) begin
    if(ones > 4 || (ones == 4 && data[0] == 1'b0)) begin
      data_word <= xnored;
      data_word_inv <=  ~(xnored);
    end
    else begin
      data_word <= xored;
      data_word_inv <=  ~(xored);
    end
  end
  assign data_word_disparity = 4'b1100 + data_word[0] + data_word[1] + data_word[2] + data_word[3] + data_word[4] + data_word[5] + data_word[6] + data_word[7];
  always @(posedge clk) begin
    if(blank == 1'b1) begin
      case(c)
      2'b00 : begin
        encoded <= 10'b1101010100;
      end
      2'b01 : begin
        encoded <= 10'b0010101011;
      end
      2'b10 : begin
        encoded <= 10'b0101010100;
      end
      default : begin
        encoded <= 10'b1010101011;
      end
      endcase
      dc_bias <= {4{1'b0}};
    end
    else begin
      if(dc_bias == 5'b00000 || data_word_disparity == 0) begin
        if(data_word[8] == 1'b1) begin
          encoded <= {2'b01,data_word[7:0]};
          dc_bias <= dc_bias + data_word_disparity;
        end
        else begin
          encoded <= {2'b10,data_word_inv[7:0]};
          dc_bias <= dc_bias - data_word_disparity;
        end
      end
      else if((dc_bias[3] == 1'b0 && data_word_disparity[3] == 1'b0) || (dc_bias[3] == 1'b1 && data_word_disparity[3] == 1'b1)) begin
        encoded <= {1'b1,data_word[8],data_word_inv[7:0]};
        dc_bias <= dc_bias + data_word[8] - data_word_disparity;
      end
      else begin
        encoded <= {1'b0,data_word};
        dc_bias <= dc_bias - data_word_inv[8] + data_word_disparity;
      end
    end
  end
endmodule
module vga2dvid(
input wire clk_pixel,
input wire clk_shift,
input wire [c_depth - 1:0] in_red,
input wire [c_depth - 1:0] in_green,
input wire [c_depth - 1:0] in_blue,
input wire in_blank,
input wire in_hsync,
input wire in_vsync,
output wire [9:0] outp_red,
output wire [9:0] outp_green,
output wire [9:0] outp_blue,
output wire [1:0] out_red,
output wire [1:0] out_green,
output wire [1:0] out_blue,
output wire [1:0] out_clock
);
parameter c_shift_clock_synchronizer=1'b1;
parameter c_parallel=1'b1;
parameter c_serial=1'b1;
parameter c_ddr=1'b0;
parameter [31:0] c_depth=8;
wire [9:0] encoded_red; wire [9:0] encoded_green; wire [9:0] encoded_blue;
reg [9:0] latched_red = 1'b0; reg [9:0] latched_green = 1'b0; reg [9:0] latched_blue = 1'b0;
reg [9:0] shift_red = 1'b0; reg [9:0] shift_green = 1'b0; reg [9:0] shift_blue = 1'b0;
parameter c_shift_clock_initial = 10'b0000011111;
reg [9:0] shift_clock = c_shift_clock_initial;
reg R_shift_clock_off_sync = 1'b0;
reg [7:0] R_shift_clock_synchronizer = 1'b0;
reg [6:0] R_sync_fail;   
parameter c_red = 1'b0;
parameter c_green = 1'b0;
wire [1:0] c_blue;
wire [7:0] red_d;
wire [7:0] green_d;
wire [7:0] blue_d;
  assign c_blue = {in_vsync,in_hsync};
  assign red_d[7:8 - c_depth] = in_red[c_depth - 1:0];
  assign green_d[7:8 - c_depth] = in_green[c_depth - 1:0];
  assign blue_d[7:8 - c_depth] = in_blue[c_depth - 1:0];
  generate if (c_depth < 8) begin: G_vacant_bits
      genvar i;
    generate for (i=0; i <= 8 - c_depth - 1; i = i + 1) begin: G_bits
          assign red_d[i] = in_red[0];
      assign green_d[i] = in_green[0];
      assign blue_d[i] = in_blue[0];
    end
    endgenerate
  end
  endgenerate
  generate if (c_shift_clock_synchronizer == 1'b1) begin: G_shift_clock_synchronizer
    always @(posedge clk_pixel) begin
      if(shift_clock[5:4] == c_shift_clock_initial[5:4]) begin
        R_shift_clock_off_sync <= 1'b0;
      end
      else begin
        R_shift_clock_off_sync <= 1'b1;
      end
    end
    always @(posedge clk_shift) begin
      if(R_shift_clock_off_sync == 1'b1) begin
        if(R_shift_clock_synchronizer[(7)] == 1'b1) begin
          R_shift_clock_synchronizer <= {8{1'b0}};
        end
        else begin
          R_shift_clock_synchronizer <= R_shift_clock_synchronizer + 1;
        end
      end
      else begin
        R_shift_clock_synchronizer <= {8{1'b0}};
      end
    end
  end
  endgenerate
  tmds_encoder u21(
      .clk(clk_pixel),
    .data(red_d),
    .c(c_red),
    .blank(in_blank),
    .encoded(encoded_red));
  tmds_encoder u22(
      .clk(clk_pixel),
    .data(green_d),
    .c(c_green),
    .blank(in_blank),
    .encoded(encoded_green));
  tmds_encoder u23(
      .clk(clk_pixel),
    .data(blue_d),
    .c(c_blue),
    .blank(in_blank),
    .encoded(encoded_blue));
  always @(posedge clk_pixel) begin
    latched_red <= encoded_red;
    latched_green <= encoded_green;
    latched_blue <= encoded_blue;
  end
  generate if (c_parallel == 1'b1) begin: G_parallel
      assign outp_red = latched_red;
    assign outp_green = latched_green;
    assign outp_blue = latched_blue;
  end
  endgenerate
  generate if ((c_serial &  ~c_ddr) == 1'b1) begin: G_SDR
      always @(posedge clk_shift) begin
      if(shift_clock[5:4] == c_shift_clock_initial[5:4]) begin
        shift_red <= latched_red;
        shift_green <= latched_green;
        shift_blue <= latched_blue;
      end
      else begin
        shift_red <= {1'b0,shift_red[9:1]};
        shift_green <= {1'b0,shift_green[9:1]};
        shift_blue <= {1'b0,shift_blue[9:1]};
      end
      if(R_shift_clock_synchronizer[(7)] == 1'b0) begin
        shift_clock <= {shift_clock[0],shift_clock[9:1]};
      end
      else begin
        if(R_sync_fail[(6)] == 1'b1) begin
          shift_clock <= c_shift_clock_initial;
          R_sync_fail <= {7{1'b0}};
        end
        else begin
          R_sync_fail <= R_sync_fail + 1;
        end
      end
    end
  end
  endgenerate
  generate if ((c_serial & c_ddr) == 1'b1) begin: G_DDR
      always @(posedge clk_shift) begin
      if(shift_clock[5:4] == c_shift_clock_initial[5:4]) begin
        shift_red <= latched_red;
        shift_green <= latched_green;
        shift_blue <= latched_blue;
      end
      else begin
        shift_red <= {2'b00,shift_red[9:2]};
        shift_green <= {2'b00,shift_green[9:2]};
        shift_blue <= {2'b00,shift_blue[9:2]};
      end
      if(R_shift_clock_synchronizer[(7)] == 1'b0) begin
        shift_clock <= {shift_clock[1:0],shift_clock[9:2]};
      end
      else begin
        if(R_sync_fail[(6)] == 1'b1) begin
          shift_clock <= c_shift_clock_initial;
          R_sync_fail <= {7{1'b0}};
        end
        else begin
          R_sync_fail <= R_sync_fail + 1;
        end
      end
    end
  end
  endgenerate
  generate if (c_serial == 1'b1) begin: G_serial
      assign out_red = shift_red[1:0];
    assign out_green = shift_green[1:0];
    assign out_blue = shift_blue[1:0];
    assign out_clock = shift_clock[1:0];
  end
  endgenerate
endmodule
==> reports/results.ini <==
[floorplan]
core_sq_mm=0.02439
ioPinCount=67
floorplan.core_util_pct=30.62
rows=57
die_h_um=159.8
die_x_um=159.8
dieArea_sq_mm=0.02553

[synthesis]
yosysWarnings=2
ys.flops=128
edf_count=17
ys_seq_share_pct=36.58
yosysCellCount=701
syn-cell-area_sq_mm=0.007470
async_reset_ff_share_pct=0
synthFlopType=dfxtp_1
netlist_instances=701
synth.avg_cell_area_sq_um=10.66
yosysUniqueCellTypes=65
ys_chip_area_sq_mm=0.007470

[critical_path]
worstSetupEndpointType=register
worstSetupStartpointType=primary input
path_common_cell=fa_1
path_class=primary input to register
crit_fanout=3
critPathArrivalTime_ns=8.62
worst-path-buf-inv=8
cp.required_ns=8.56
cp_slowest_cell=fa_1
cpPeakStageDelay_ns=0.55
cpLargestDelayFamily=adder cells

[place]
postPlaceCellArea_sq_mm=0.009234
post-place-ws_ns=-0.8120
place_hpwl_mm=11.33
routabilityCongestion=0.8929
place_inst=1155
io_buffers=65

[finish]
fillers=2285
lay_top_cells=buf_4, dfxtp_1, inv_1
design_area_sq_mm=0.01027
fin_cells=1223
layout.cells.most_common=buf_4
final_util_pct=42.10
drive_above_1_share_pct=32.48
area_growth_syn_to_layout_pct=37.45

[grt]
grt_pass1_wl_mm=26.13
track_usage_pct=13.06
grt_max_degree=36
grt_pass1_vias=5344
antenna_found_initial=0
grt.overflow.total=0

[timing]
rsz0062_at_grt=true
slew_viol_final=0
hold_viol=0
setup_ws_ns=-0.06405
finalSetupViolCount=1
relSlewSlack_pct=55.65
fin_worst_skew_ns=0.01310
hold-worst-slack_ns=0.3229
tightest_slew_ns=0.6643

[clock_tree]
tritoncts=yes
clk_pin_slew_ns=0.06
cts.sinks=128

[drt]
route.vias.total=5330
antenna_cells=0
drc=0
wl_per_cell_um=12.43
wirelength_mm=15.21
firstDrtPassIters=4
drtAntennaViolNets=0
drtIter0Drc=254
vias_per_cell=4.358

[run_status]
violations=setup timing
status=complete, but fails checks

[run]
warning_count=44
maxCapViolCount=0

[hold_path]
hp-class=register to register

==> worst reg2reg max path, delay by kind of cell (launching register included) <==
family / cells / cell delay (ns)
fa+ha+maj: 2 / 0.54
simple gates: 1 / 0.05
flops: 1 / 0.43
buf+inv: 2 / 0.15
compound gates: 4 / 0.85
==> final timing paths <==
path	from	end	slack [ns]	cells after the start
setup / recovery	in_green[0]	u22.dc_bias[3]$_SDFF_PP0_	-0.06	29
hold / removal	u21.encoded[8]$_SDFF_PP1_	latched_red[8]$_DFF_P_	0.32	0
setup reg to reg	u22.dc_bias[1]$_SDFF_PP0_	u22.dc_bias[3]$_SDFF_PP0_	6.22	9
hold reg to reg	u21.encoded[8]$_SDFF_PP1_	latched_red[8]$_DFF_P_	0.32	0
max in group clk1	shift_clock[5]$_SDFFCE_PP0P_	shift_green[5]$_DFF_P_	6.68	3
min in group clk1	R_shift_clock_synchronizer[6]$_SDFF_PP0_	R_shift_clock_synchronizer[7]$_SDFF_PP0_	0.45	2
==> metrics by stage <==
step | setup TNS, ns
2_1_floorplan | -0.3811
3_3_place_gp | -11.26
3_5_place_dp | -12.74
4_1_cts | -0.003856
5_1_grt | -0.6747
6_report | -0.06405
==> cell families (layout without fill, tap and decap cells) <==
group,count (synthesis),after routing,synth area share [%]
AOI/OAI and AO/OA,104,104,8.694
xor gates and xnor gates,79,79,11.86
adders and majority gates,104,104,20.97
buffers and inverters,113,311,6.549
DFF,128,128,36.58
muxes,39,39,5.695
and+or+nand+nor,134,134,9.648
==> final cells by class <==
cell class	instances	area (sq um)	area share, %
Clock buffer	15	364.1	3.546
Clock inverter	9	132.6	1.292
Inverter	86	340.3	3.315
Multi-Input combinational cell	460	4603	44.83
Sequential cell	128	2733	26.61
Tap cell	324	405.4	3.948
Timing Repair Buffer	201	1689	16.45
==> Yosys cell counts, types with 7 or more instances <==
cell	number	area share (%)
a21oi_1	31	2.1
a211oi_1	9	0.90
and2_1	8	0.67
dfxtp_1	111	30
o21ai_1	17	1.1
mux2_2	28	4.2
xor2_1	16	1.9
nor2_1	41	2.1
inv_1	83	4.2
nor3b_1	7	0.70
nand2_1	16	0.80
ha_1	66	11
o21ai_0	13	0.87
nand3_1	10	0.67
fa_1	36	9.6
mux2i_1	11	1.5
nand2b_1	10	0.84
clkbuf_1	11	0.55
a21o_1	8	0.80
edfxtp_1	17	6.8
xnor2_1	47	5.5
buf_4	10	1.0
nor2b_1	7	0.59
==> state kept, by name, summed over array words and instances, names as in the netlist <==
register,cells
R_shift_clock_off_sync,1
R_shift_clock_synchronizer,8
R_sync_fail,7
latched_blue,10
latched_green,10
latched_red,10
shift_blue,10
shift_clock,10
shift_green,10
shift_red,10
u21.dc_bias,4
u21.encoded,10
u22.dc_bias,4
u22.encoded,10
u23.dc_bias,4
u23.encoded,10
==> repair_timing <==
item	CTS	global route
hold buffers	0	0
endpoints found under the setup margin	19	17
gates resized	64	22
setup buffers	42	6
pin swaps	58	64
==> metal layers <==
layer	GRT usage [%]	up-vias	part of all wire, %	wire length [um]
met2	20.31	99	44	6764
met1	19.55	2499	49	7457
met3	3.070	19	4.8	732
li1	-	2713	-	-
met4	1.645	0	1.7	252
met5	0	-	0	0
